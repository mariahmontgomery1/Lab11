$ cat /design/flow/design.v
`timescale 1ns / 1ps
module debounce #(parameter N=21)
   (input clk, reset,
    input  in,
    output reg out,
    output reg tick);
   localparam [1:0]
      zero   = 2'b00,
      wait1  = 2'b01,
      one    = 2'b11,
      wait0  = 2'b10;
   reg [1:0] state, state_next;
   reg [N-1:0] counter, counter_next;
   always_ff @(posedge clk or posedge reset)
      if (reset) begin
         state   <= zero;
         counter <= {N{1'b1}};
      end
      else begin
         state   <= state_next;
         counter <= counter_next;
      end
   always_comb begin
      state_next   = state;
      counter_next = counter;
      tick = 0;
      case(state)
         zero: begin
            out = 0;
            counter_next = {N{1'b1}};
            if (in)
               state_next = wait1;
         end
         wait1: begin
            out = 0;      
            counter_next = counter - 1;
            if (counter == 0) begin
               tick = 1'b1;  
               state_next = one;
            end
            else if (~in)
               state_next = zero;
         end
         one: begin
            out = 1;
            counter_next = {N{1'b1}};
            if (~in)
               state_next   = wait0;
         end
         wait0: begin
            out = 1;
            counter_next = counter - 1;
            if (counter == 0)
               state_next = zero;
            else if (in)
               state_next = one;
         end
      endcase
   end
endmodule  
$ cat /design/flow/constraint.sdc
current_design debounce

set clk_period 9.6
set clk_io_pct 0.2

create_clock -name clk0 -period $clk_period [get_ports {clk}]

set non_clock_inputs [all_inputs -no_clocks]
set_input_delay [expr $clk_period * $clk_io_pct] -clock clk0 $non_clock_inputs
set_output_delay [expr $clk_period * $clk_io_pct] -clock clk0 [all_outputs]
$ cat /design/flow/config.mk
export PLATFORM = sky130hd
export DESIGN_NAME = debounce
export DESIGN_NICKNAME = debounce
export VERILOG_FILES = /design/flow/design.v
export SDC_FILE = /design/flow/constraint.sdc
export NUM_CORES = 4
export LEC_CHECK = 1
export CORE_UTILIZATION = 30
$ cat /design/flow/run.sh
#!/bin/bash
# OpenROAD 26Q1-2900-gdf79404cd8, Yosys 0.63+post, stock flow scripts
make -C /OpenROAD-flow-scripts/flow DESIGN_CONFIG=/design/flow/config.mk WORK_HOME=/design/flow/orfs finish
==> impl_metrics.csv <==
group,metric,value,unit
setup_path,reg2reg_depth,4,
pwr,powerDensity,130,mW/mm²
synth,ys_sh_aoi,9.35,%
pwr,finalPower,0.185,mW
sta,tightestPinTransition,498,ps
sta,clock_skew,3.01,ps
sta,rsz0062_at_grt,"no",
layout,register_area,653,µm²
synth,synth_area_per_cell,10.3,µm²
cts,insertion_delay,260,ps
setup_path,cp_max_fo,6,
synth,topCombFamilyByArea,"simple AND/OR/NAND/NOR gates",
sta,finalWorstSetupSlack,5150,ps
setup_path,worstSetupStartpointType,"flop",
floorplan,die_h,67.1,µm
floorplan,die_area,0.00450,mm²
synth,ys_sh_adder,1.97,%
sta,finalSetupTns,0,ps
run,maxCapViolCount,0,
pwr,vdd_drop_max,0.000106,V
setup_path,required,7680,ps
drt,wl_per_cell,12.0,µm
setup_path,setup.worst_path.end,"tick",
sta,period_minus_slack,4450,ps
drt,drc,0,
layout,postLayoutCellArea,0.00142,mm²
synth,netlist_instances,124,
synth,ys_sh_simple,30.4,%
layout,combGateArea,592,µm²
global_routing,grt_pass1_wl,3910,µm
synth,ys_ff,25,
global_routing,grt_pass1_vias,852,
placed_design,dp.cells,177,
cts,postCtsHoldBufs,0,
drt,drt_first_pass_iters,4,
sta,relSlewSlack,66.5,%
cts,cts_buffer_depth,2,
cts,cts_resized,0,
drt,vias,905,
drt,drtAntennaViolNets,0,
placed_design,pre_cts_slack,5510,ps
global_routing,grt_max_degree,26,
global_routing,grt_usage,11.8,%
setup_path,cp.arrival,2530,ps
worst_hold_path,hp-class,"flop to flop",
layout,fin_cells,181,
setup_path,critical_path_class,"flop to primary output",
setup_path,r2r_setup_slack,7590,ps
layout,num-fill-cells,406,
sta,fmax,225,MHz
sta,drv_slew,0,
drt,insertedDiodeCount,0,
synth,synth_cell_types,36,
sta,hold_viol,0,
synth,mappedNetlistArea,0.00127,mm²
global_routing,antenna_found_initial,0,
setup_path,r2r_end,"state[3]$_DFF_PP0_",
pwr,p_leak,0.481,nW
layout,utilization,35.2,%
cts,numCtsBuffers,3,
setup_path,endpoint_kind,"primary output",
layout,area_delta_synth_final,11.6,%
drt,routed_via_density,5.00,
sta,final.period_utilization,46.3,%
floorplan,die_w,67.1,µm
run,warnings,26,
layout,drive_gt1_share,26.7,%
floorplan,fp.coreArea,0.00403,mm²
global_routing,overflow,0,
placed_design,place.gp.congestion,0.811,
synth,mux_share,0,%
drt,drtIter0Drc,26,
placed_design,dp_hpwl,1490,µm
floorplan,row_count,23,
cts,cts-root-buf,"clkbuf_8",
cts,cts.sinks,25,
cts,clk_pin_slew,80,ps
setup_path,startpoint,"counter[15]$_DFF_PP1_",
floorplan,initial_core_util,31.6,%
synth,ys_cells,124,
run_status,status,"completed",
setup_path,timing.rr.start,"counter[15]$_DFF_PP1_",
cts,htree_levels,1,
synth,synth-xor-area-share,4.82,%
placed_design,port_buffers,4,
sta,setup_viol,0,
sta,whs,467,ps
placed_design,place_area,0.00137,mm²
drt,wirelength,2170,µm
synth,ys_seq_share,51.4,%
cts,cts_tree,"yes",
cts,cts_setup_buffers,0,
synth,yosys_warnings,1,
floorplan,ios,5,
synth,ys_chip_area,0.00127,mm²
## flip-flops by register name (all words and copies together) (netlist names)
register / flops
state: 4
counter: 21
## cell families after synthesis
logic type,Yosys count
compound gates,19
xor+xnor,7
buf+inv,7
fa+ha+maj,2
flops,25
simple gates,64
## final cells by class
cell class	instances	share of cell area (%)
Tap cell	50	4.41
Timing Repair Buffer	5	3.35
Sequential cell	25	46.0
Clock buffer	4	3.17
Multi-Input combinational cell	92	41.7
Inverter	5	1.32
## critical path: stages (launching register included)
cell and delay, ps:
dfstp_2 390, nor4_2 500, nand2_1 240, nor3_1 420
nor3b_1 230, clkdlybuf4s50_1 490
## routing by layer
metal	global-route usage [%]	wire length, µm
met3	3.47	66
met2	17.4	976
met4	1.06	23
met1	18.3	1100
met5	0	0
## synth_stat cells
cell type	n	area, µm²
nand2_1	14	52.6
or4_1	3	22.5
xor2_1	3	26.3
o31ai_1	4	30.0
o21ai_0	8	40.0
and4_2	1	10.0
and3_2	2	15.0
nand4_1	3	18.8
nand3_1	9	45.0
nor3_1	3	15.0
or2_2	1	6.26
ha_1	2	25.0
or3b_1	1	8.76
nor4_1	2	12.5
a32o_1	1	10.0
nor4_4	1	21.3
dfrtp_1	3	75.1
inv_1	5	18.8
nand2b_1	5	31.3
nand3_2	1	10.0
o21bai_1	1	7.51
nor3b_1	2	15.0
a21oi_1	3	15.0
clkbuf_1	1	3.75
or3b_2	1	8.76
nor4_2	1	12.5
nand4b_1	1	8.76
or3_1	5	31.3
nor2_1	5	18.8
o41ai_1	1	8.76
nor3_2	1	10.0
a211oi_1	1	7.51
dfstp_2	22	578
xnor2_1	4	35.0
nor2b_1	2	12.5
buf_1	1	3.75
## placed cells by master, fill, tap and decap left out, types with 2 or more instances in the layout
cell type / n
o31ai_1: 4
nand3_1: 9
xnor2_1: 4
o21ai_0: 8
dfstp_2: 22
nor3b_1: 2
nand2_1: 14
or3_1: 5
nor2_1: 5
or4_1: 3
nor2b_1: 2
ha_1: 2
clkdlybuf4s50_1: 4
inv_1: 5
xor2_1: 3
nand4_1: 3
nor4_1: 2
nor3_1: 3
dfrtp_1: 3
clkbuf_8: 3
and3_2: 2
nand2b_1: 5
a21oi_1: 3
## worst min-delay path by stage
stage                     from                   end  slack (ps)  cells after the start
6_report  counter[0]$_DFF_PP1_  counter[0]$_DFF_PP1_         470                      1
5_1_grt   counter[0]$_DFF_PP1_  counter[0]$_DFF_PP1_         480                      1
4_1_cts   counter[0]$_DFF_PP1_  counter[0]$_DFF_PP1_         470                      1
## where the power goes
part	switching (mW)	internal (mW)	leakage [nW]
Sequential	0.00221	0.109	0.272
Clock	0.0311	0.0296	0.0228
Combinational	0.00856	0.00388	0.186
Total	0.0418	0.143	0.481
Power is estimated from default activity; no workload was simulated.
